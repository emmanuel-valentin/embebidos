==> design/flow/design.v <==
module knigth (
	input clk_i,
	input rst_i,
	output reg [7:0] leds_o 
);
	reg current_state;
	reg next_state;
	reg [7:0] leds_aux = 8'b00000001;
	always @(posedge clk_i, negedge rst_i)
	begin
		if (!rst_i)
		begin
			leds_o = 8'b00000001;
			current_state = 1'b0;
		end
		else
		begin
			current_state = next_state;
			leds_o = leds_aux;
			if (current_state == 1'b0)
				leds_aux = leds_aux << 1;
			else
				leds_aux = leds_aux >> 1;
		end
	end
	always @(current_state, leds_o)
	begin
		case (current_state)
			1'b0:
				if (leds_aux == 8'b01000000)
					next_state = 1'b1;
				else
				begin
					next_state = current_state;
				end	
			1'b1:
				if (leds_aux == 8'b00000010)
					next_state = 1'b0;
				else
				begin
					next_state = current_state;
				end
		endcase
	end
endmodule 
module practica4(
	input clk_i,
	input rst_i,
	output wire [7:0] leds_o 
);
	wire clk_div;
	knigth kr (
		.clk_i(clk_div),
		.rst_i(rst_i),
		.leds_o(leds_o) 
	);
	freq_div fdiv (
		.clk_i(clk_i),
		.rst_i(rst_i),
		.clk_div(clk_div)
	);
endmodule
module freq_div(
	input					clk_i,
	input					rst_i,
	output	reg		clk_div
);
	reg	[31:0] 	count;
	always @(posedge clk_i, negedge rst_i)
	begin
		if (!rst_i)
		begin
			count = 32'd0;
			clk_div = 1'b0;
		end
		else
			if (count == 32'd6_999_999)
			begin
				count = 32'd0;
				clk_div = ~clk_div;
			end
			else
				count = count + 1;
	end
endmodule 
==> design/flow/run.sh <==
#!/bin/bash
# OpenROAD 26Q1-2900-gdf79404cd8, Yosys 0.63+post, stock flow scripts
make -C /OpenROAD-flow-scripts/flow DESIGN_CONFIG=/design/flow/config.mk WORK_HOME=/design/flow/orfs finish
==> design/flow/config.mk <==
export PLATFORM = sky130hd
export DESIGN_NAME = practica4
export DESIGN_NICKNAME = practica4
export VERILOG_FILES = /design/flow/design.v
export SDC_FILE = /design/flow/constraint.sdc
export NUM_CORES = 4
export LEC_CHECK = 1
export CORE_UTILIZATION = 50
==> design/flow/constraint.sdc <==
current_design practica4

set clk_period 3.6
set clk_io_pct 0.2

create_clock -name clk0 -period $clk_period [get_ports {clk_i}]

set non_clock_inputs [all_inputs -no_clocks]
set_input_delay [expr $clk_period * $clk_io_pct] -clock clk0 $non_clock_inputs
set_output_delay [expr $clk_period * $clk_io_pct] -clock clk0 [all_outputs]
==> run summary <==
run metrics: area fraction in xor and xnor cells=9.48%, MaxCap Viol Count=0, Ys Warns=2, minimum clock period after layout=2.26 ns, tool warning count=25, Least-Margin Pin Slew=roughly 0.93 ns, period utilization=62.8%, Post-synth mux share=between 2 and 2.5%, Max Slew Vio Count=0, DR DRC count=0, 1st-iter DRT viols=41, cell at the slowest stage of the critical path=or4b_2, unrepaired setup endpoints after global routing=false, DR vias/cell=5.68, nature of the critical path endpoint=register, Cell variety after synth=36, Chip Width=~69 um, mean post-synth cell area=11.4 sq um, first-pass GRT wire length=6220 um, largest net degree at the start of global routing=51, I/O Buffers=9, final tally of hold violations=0, Final ANT Viol Nets=0, wire per inst=14.1 um, io pins=10, die height=68.6 um, Synth flops=50, asr flop ratio synth=between 80% and 90%, number of global-route vias before repair=roughly 1.4k, most frequent cells in the layout=41 x dfrtp_1, 19 x xnor2_1, 14 x nand3_1, 12 x nor2_1, 10 x nand4_1, Buf/Inv on CP=0, DRT Pass-1 Iters=4, WL final=3610 um, Reg clk slew, reported paths=0.07 ns, Crit path required time=3.73 ns, setup TNS=0 ns, Min-Delay Path Class=register to register, Starting Density=a little over half, detailed-placement wirelength estimate=between 2000 and 2500 um, maximum vdd drop=0.277 mV, Cells after Synth=195, critical path cell sequence=or4b_2 > nor3_1 > and4_1 > xor2_1, CP Max Fanout=17, fmax=442 MHz, post-synthesis chip area from yosys=0.00222 sq mm, count of unclocked register or latch pins=17, endpoints left unconstrained=33, Top FF cell, synth=dfrtp_1, # diodes=0, share of layout cells above drive strength 1=9.71%, number of enable flip-flop cells=8, Top logic family=simple AND/OR/NAND/NOR gates, clock skew=0.00657 ns, CTS Buf Count=5, DR vias=1454, Root Buffer=clkbuf_8, Late-Pin Clk Latency=0.28 ns, pwr dens=roughly 270 mW/mm^2, Max Root-Sink Buffers=2, adder share=0.564%, P_leak=between 0.9 and 1 nW, CP arrival=2.39 ns, GRT Resource Usage Total=18.6%, endpoints failing setup=0, area of the mapped netlist=0.00222 sq mm, H-tree depth=2, core area=~0.0041 sq mm, Setup Buffers After CTS=0, PostCTS Resize Cnt=0, Top cell excl fill/tap=dfrtp_1, antenna violations before repair=0, row count=23, fin util=59.0%, run status=finished, final reports clean, CP delay by family, top=simple AND/OR/NAND/NOR gates, Syn-to-layout area delta=9.48%, Fillers=approximately 330, yosys aoi share=under 10%, Seq/Total Area, Yosys=58.3%, CTS tree=done, gpl congestion=0.843, CP startpoint kind=register, slowest stage delay, CP=0.68 ns, relative slew slack=37.7%, die area=about 0.0047 sq mm, critical path type=register to register, Simple Share, Synth=21.4%, Yosys Instances=195, total global routing overflow=0, hold_buf cts=0
==> synthesized netlist by cell type (2+ instances only) <==
cell type | instances | area (sq um)
xor2_1 | 5 | 43.8
nand2_1 | 8 | 30.0
mux2_2 | 4 | 45.0
o21ai_0 | 4 | 20.0
and2_1 | 3 | 18.8
and4_1 | 3 | 26.3
or4_1 | 6 | 45.0
nor4_1 | 4 | 25.0
inv_1 | 7 | 26.3
nand3_1 | 14 | 70.1
nor3_1 | 8 | 40.0
buf_4 | 2 | 15.0
a21o_1 | 2 | 15.0
a21oi_1 | 9 | 45.0
o31ai_1 | 2 | 15.0
and3_1 | 3 | 18.8
edfxtp_1 | 8 | 240
clkbuf_1 | 5 | 18.8
nor2_1 | 12 | 45.0
or3_1 | 2 | 12.5
xnor2_1 | 19 | 166
nand4b_1 | 2 | 17.5
nand4_1 | 10 | 62.6
dfrtp_1 | 41 | 1030
==> worst paths after layout <==
path                                           from                  endpoint  slack (ns)  cells after the start
max                         fdiv.count[6]$_DFF_PN0_  fdiv.clk_div$_DFFE_PN0N_        1.34                      4
min                        fdiv.count[31]$_DFF_PN0_  fdiv.count[31]$_DFF_PN0_        0.47                      1
max reg2reg                 fdiv.count[6]$_DFF_PN0_  fdiv.clk_div$_DFFE_PN0N_        1.34                      4
min reg2reg                fdiv.count[31]$_DFF_PN0_  fdiv.count[31]$_DFF_PN0_        0.47                      1
max in group asynchronous                     rst_i  fdiv.count[15]$_DFF_PN0_        2.66                      2
min in group asynchronous                     rst_i   fdiv.count[6]$_DFF_PN0_        0.54                      2
==> registers in the layout, indices dropped and copies added, names as in the netlist <==
| name | cells |
|---|---|
| kr.current_state | 1 |
| fdiv.clk_div | 1 |
| fdiv.count | 32 |
| kr.leds_aux | 8 |
| kr.leds_o | 8 |
==> metrics by stage <==
| stage | area [sq um] | hold slack (ns) | power (mW) | worst slack [ns] | cells |
|---|---|---|---|---|---|
| 6_report | 2430 | 0.469 | 0.651 | 1.34 | 256 |
| 5_1_grt | 2430 | 0.522 | 0.679 | 1.25 | 256 |
| 4_1_cts | 2430 | 0.475 | 0.662 | 1.34 | 256 |
| 3_5_place_dp | 2340 | 0.463 | 0.391 | 1.35 | 248 |
| 3_3_place_gp | 2340 | 0.469 | 0.391 | 1.42 | 248 |
| 2_1_floorplan | 2220 | 0.424 | 0.379 | 1.71 | 195 |
==> where the power goes <==
group / total [mW] / switching [mW] / internal (mW)
clock network: 0.268 / 0.134 / 0.133
registers: 0.372 / 0 / 0.372
logic: 0.0112 / 0.0101 / 0.00109
total: 0.651 / 0.145 / 0.506
==> kinds of logic after synthesis <==
group / Yosys count
simple gates: 81
flops: 50
xor+xnor: 24
compound gates: 20
buf+inv: 15
mux: 4
fa+ha+maj: 1
==> cell type report <==
cell class	instances	area (sq um)	area share, %
Sequential cell	50	1290	53.2
Multi-Input combinational cell	130	861	35.4
Timing Repair Buffer	11	100	4.12
Clock buffer	5	68.8	2.83
Tap cell	50	62.6	2.58
Inverter	7	26.3	1.08
Clock inverter	3	17.5	0.721
==> per-layer routing <==
metal	global-route usage (%)	share of wire, %
met1	30.2	51
met2	27.9	44
met3	3.83	3.4
met4	2.34	0.86
met5	0	0
Power is estimated from default activity; no workload was simulated.
