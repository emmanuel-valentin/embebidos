==> /design/flow/design.v <==
module disp7 (
	input			[3:0]	numero_i,
	output reg 	[6:0] disp_o
);
	always @(numero_i)
	begin
		case (numero_i)
			4'h0:
				disp_o = 7'b1000000;
			4'h1:
				disp_o = 7'b1111001;
			4'h2:
				disp_o = 7'b0100100;
			4'h3:
				disp_o = 7'b0110000;
			4'h4:
				disp_o = 7'b0011001;
			4'h5:
				disp_o = 7'b0010010;
			4'h6:
				disp_o = 7'b0000010;
			4'h7:
				disp_o = 7'b1111000;
			4'h8:
				disp_o = 7'b0000000;
			4'h9:
				disp_o = 7'b0011000;
			4'ha:
				disp_o = 7'b0001000;
			4'hb:
				disp_o = 7'b0000011;
			4'hc:
				disp_o = 7'b1000110;
			4'hd:
				disp_o = 7'b0100001;
			4'he:
				disp_o = 7'b0000110;
			4'hf:
				disp_o = 7'b0001110;
		endcase
	end
endmodule 
module practica1 (
	input		[5:0]		a_i,
	input		[5:0]		b_i,
	input		[2:0]		seleccion_i,
	output	[6:0]		disp0,
	output	[6:0]		disp1,
	output	[6:0]		disp2
);
	reg		[11:0]	res_o;
	always @(a_i, b_i, seleccion_i)
	begin
		case (seleccion_i)
				3'b000:
					res_o = a_i + b_i;
				3'b001:
					res_o = a_i - b_i;
				3'b010:
					res_o = a_i * b_i;
				3'b011:
					res_o = a_i | b_i;
				3'b100:
					res_o = a_i & b_i;
				3'b101:
					res_o = a_i >> b_i;
				3'b110:
					res_o = a_i << b_i;
				3'b111:
					res_o = a_i ^ b_i;
		endcase
	end
	disp7 display0 (
		.numero_i	(res_o[3:0]),
		.disp_o		(disp0)
	);
	disp7 display1 (
		.numero_i	(res_o[7:4]),
		.disp_o		(disp1)
	);
	disp7 display2 (
		.numero_i	(res_o[11:8]),
		.disp_o		(disp2)
	);
endmodule 
module practica1_tb();  
	reg		[5:0]		a_i;
	reg		[5:0]		b_i;
	reg		[2:0]		seleccion_i;
	wire		[6:0]		disp0;
	wire		[6:0]		disp1;
	wire		[6:0]		disp2;
	initial
	begin
		a_i = 6'b0;
		b_i = 6'b0;
		seleccion_i = 3'b0;
	end
	practica1 DUT(
		.a_i (a_i),				
		.b_i (b_i), 
		.seleccion_i (seleccion_i),
		.disp0 (disp0),
		.disp1 (disp1),
		.disp2 (disp2)
	);
	always
	begin
		#100
			a_i = 6'hA;
			b_i = 6'hB;
			seleccion_i = 3'b0;
		#100
			a_i = 6'hA;
			b_i = 6'hB;
			seleccion_i = 3'b1;
		#100
			a_i = 6'hA;
			b_i = 6'hB;
			seleccion_i = 3'b10;
	end
endmodule 
==> /design/flow/run.sh <==
#!/bin/bash
# OpenROAD 26Q1-2900-gdf79404cd8, Yosys 0.63+post, stock flow scripts
make -C /OpenROAD-flow-scripts/flow DESIGN_CONFIG=/design/flow/config.mk WORK_HOME=/design/flow/orfs finish
==> /design/flow/config.mk <==
export PLATFORM = sky130hd
export DESIGN_NAME = practica1
export DESIGN_NICKNAME = practica1
export VERILOG_FILES = /design/flow/design.v
export SDC_FILE = /design/flow/constraint.sdc
export NUM_CORES = 4
export LEC_CHECK = 1
export CORE_UTILIZATION = 40
==> /design/flow/constraint.sdc <==
current_design practica1

set clk_period 10.0
set clk_io_pct 0.2

create_clock -name clk0 -period $clk_period

set non_clock_inputs [all_inputs -no_clocks]
set_input_delay [expr $clk_period * $clk_io_pct] -clock clk0 $non_clock_inputs
set_output_delay [expr $clk_period * $clk_io_pct] -clock clk0 [all_outputs]
==> run summary <==
yosys + openroad results -> status completed, internal power 146 uW, Final Max Tran Viols 0, Reg power frac 0, # Cells Yosys about 460, share of cells above drive strength 1 0.0688, Fin. Hold Viols 0, mapped cell area approximately 3400 sq um, GRT Resource Usage Total 0.238, largest net degree at the start of global routing 32, Comb pwr share 1.000, die extent in y 93.9 microns, # rows 33, fillcell total 817, max cap viols 0, min cycle time layout 9620 ps, most used cell, CP inv_1, crit-path max cell delay 730 ps, max frequency 104 MHz, area grow syn2layout 13.5%, worst-path cell chain clkdlybuf4s50_1 > inv_1 > nor2_1 > fa_1 > fa_1 > inv_1 > fa_1 > inv_1 > ha_1 > o21ai_0 > o21bai_1 > a21oi_1 > xor2_1 > o32ai_1 > nor2_1 > ha_1 > inv_1 > nand2_1 > mux2i_1 > or4_1 > clkdlybuf4s50_1, Sw Pwr 162 uW, ANT cells 0, Worst setup SP type input pin, crit path max fanout 10, initial antenna violation count 0, Post-CTS Setup Inserts 0, CP top delay family adder cells, number of warnings in the stage logs approximately 57, vias per cell 5.82, Seq cells 0, WL per Instance 16.8 microns, Hold WC Path Type in2out, RSZ-0062 raised after global routing no, first-pass GRT wire length 16.2 mm, Post-Layout Cell Count 585, Final setup viols 0, number of global-route vias before repair 3,191, Clk pwr share 0, sw frac 0.527, Synth cell types 70, yosys warns 2, WP data required 8000 ps, ratio of final minimum period to clock period 0.962, Least-Margin Pin Slew a little over 700 ps, Comb gate area 3040 sq um, hold buffer count at CTS 0, Worst Setup End Kind primary output, Total Die Area 8810 sq um, initial DRC count about 200, Post-synth seq share 0, die width 93.9 microns, slowest CP cell clkdlybuf4s50_1, Total Routed Length 9.80 mm, Initial Util 0.413, Pwr Density 80.2 nW/um^2, # resized after CTS 0, Slew headroom 0.520, io pins 36, WP buf/inv 6, worst vdd ir 0.0000426 V, Residual DRC 0, yosys stat chip area 3380 sq um, gp weighted congestion slightly below 1, DRT antenna net count 0, routed vias 3,402, Syn Inst Count 455, Post-synth top cells 54 x ha_1, 54 x inv_1, 50 x nor2_1, setup tns final 0 ps, placed cells approximately 590, cell type with the largest total area ha_1, HPWL Detailed ~7.9 mm, worst path arrival time 7620 ps, I/O Buffers 36, Cell area leaders ha_1 20%, fa_1 11%, inv_1 6.0%, core area between 8000 and 9000 sq um, CLK BUF 0, syn avg cell area 7.42 sq um, total gr overflow 0, FF+latch area 0 sq um, P_leak 1.73 nW, DR pass1 iterations 5, Max-area cell share 0.200, worst setup path category in2out
## per-layer routing
metal  GRT usage  vias up  share of wire
met5           0        -              0
met4      0.0397        0          0.017
met3      0.0140       10          0.049
met2       0.387       99           0.46
met1       0.356     1622           0.47
li1            -     1671              -
## through the flow
stage	setup WS (ps)	cell area (sq um)	utilization	power (mW)	hold WS, ps
floorplan	1660	3380	-	0.204	4380
global placement	329	3830	0.469	0.306	5570
detailed placement	316	3830	0.469	0.305	5580
CTS	299	3830	0.469	0.308	5590
global route	74.9	3830	0.469	0.345	5550
finish	379	3830	0.469	0.308	5430
## worst min-delay path, stage by stage
cell             delay, ps
dlymetal6s2s_1         300
a311oi_2               290
o21ai_2                200
nand2_1                140
o22ai_1                 80
clkdlybuf4s50_1        400
## kinds of logic after synthesis
logic type               Yosys count  synth area share
adder cells (fa/ha/maj)           73             0.313
AND/OR/NAND/NOR                  146             0.215
multiplexers                      26            0.0834
AND-OR/OR-AND                    121             0.263
buffers and inverters             79             0.100
XOR/XNOR                          10            0.0259
## layout by cell type, fill, tap and decap left out, types with 12 or more instances in the layout
cell,n
nor2_1,50
nand2_1,30
o21ai_0,21
ha_1,54
buf_4,12
a21oi_1,23
inv_1,54
fa_1,19
clkdlybuf4s50_1,35
mux2i_1,18
## power by group through the flow
stage     logic (mW)  registers [mW]  clock network, mW
6_report       0.308               0                  0
5_1_grt        0.345               0                  0
4_1_cts        0.308               0                  0
## worst paths after layout
check / start / cells after the start / end
setup / recovery: a_i[2] / 21 / disp2[3]
hold / removal: b_i[3] / 6 / disp2[2]
## area by class of cell
type	count	share of cell area
multi-input combinational	376	0.793
timing repair buffer	48	0.118
inverter	56	0.0548
tap	105	0.0343
Power and IR drop assume default switching activity.
